==> design/flow/design.v <==
module imem
        #(parameter N = 32)
        (input logic [5:0] addr,
        output logic [N-1:0] q);
	 logic [31:0] ROM [0:63] = '{default:32'h0};
	 initial begin		
		ROM [0:46] =  '{
			32'hf8000001, 32'hf8008002, 32'hf8000203, 32'h8b050083,
			32'hf8018003, 32'hcb050083, 32'hf8020003, 32'hcb0a03e4,
			32'hf8028004, 32'h8b040064, 32'hf8030004, 32'hcb030025,
			32'hf8038005, 32'h8a1f0145, 32'hf8040005, 32'h8a030145,
			32'hf8048005, 32'h8a140294, 32'hf8050014, 32'haa1f0166,
			32'hf8058006, 32'haa030166, 32'hf8060006, 32'hf840000c,
			32'h8b1f0187, 32'hf8068007, 32'hf807000c, 32'h8b0e01bf,
			32'hf807801f, 32'hb4000040, 32'hf8080015, 32'hf8088015,
			32'h8b0103e2, 32'hcb010042, 32'h8b0103f8, 32'hf8090018,
			32'h8b080000, 32'hb4ffff82, 32'hf809001e, 32'h8b1e03de,
			32'hcb1503f5, 32'h8b1403de, 32'hf85f83d9, 32'h8b1e03de,
			32'h8b1003de, 32'hf81f83d9, 32'hb400001f};
	end
	assign q = ROM[addr];
endmodule
==> design/flow/run.sh <==
#!/bin/bash
# OpenROAD 26Q1-2900-gdf79404cd8, Yosys 0.63+post, stock flow scripts
make -C /OpenROAD-flow-scripts/flow DESIGN_CONFIG=/design/flow/config.mk WORK_HOME=/design/flow/orfs finish
==> design/flow/config.mk <==
export PLATFORM = sky130hd
export DESIGN_NAME = imem
export DESIGN_NICKNAME = imem
export VERILOG_FILES = /design/flow/design.v
export SDC_FILE = /design/flow/constraint.sdc
export NUM_CORES = 4
export LEC_CHECK = 1
export CORE_AREA = 10 10 104 104
export DIE_AREA = 0 0 114 114
export SYNTH_HDL_FRONTEND = slang
==> design/flow/constraint.sdc <==
current_design imem

set clk_period 2.4
set clk_io_pct 0.2

create_clock -name clk0 -period $clk_period

set non_clock_inputs [all_inputs -no_clocks]
set_input_delay [expr $clk_period * $clk_io_pct] -clock clk0 $non_clock_inputs
set_output_delay [expr $clk_period * $clk_io_pct] -clock clk0 [all_outputs]
==> deck_impl_summary.md <==
Key Metrics from the Run

Run status
  • Outcome: complete, but fails checks
  • Violations in the final reports: negative setup slack

Floorplan
  • Floorplan row count: 34
  • Number of top-level pins: 38
  • Overall die height: around 110 um
  • Die boundary width: about 110 um
  • Init Core Util: 16.6%
  • Core ar.: 0.00868 mm2
  • Chip Area: 0.0130 mm2

Power and ir drop
  • Leakage power of the design: 1.39 nW
  • Design Power: 557 uW
  • Maximum vdd ir drop: around 0.10 mV
  • Power Density: between 150 and 200 mW/mm2

Global routing
  • Residual overflow from global routing: 0
  • Global-route wire length before repair: 12,400 um
  • Antenna violations before repair: 0
  • Largest net degree at the start of global routing: 14
  • Total routing usage reported by global routing: 11.6%
  • Number of global-route vias before repair: 2,348

Synthesis
  • Distinct cell type count after synthesis: between 40 and 50
  • Post-synthesis chip area from yosys: 0.00144 mm2
  • Warnings from Yosys: 0
  • Number of instances in the synthesized netlist: 226
  • Netlist area before placement: 0.00144 mm2
  • Cell count in the Yosys report: 226
  • Portion of the post-synthesis area used by sequential elements: 0%
  • Mean cell area of the mapped netlist: 6.38 um2

STA
  • Max_slew headroom: between 70% and 80%
  • Final setup violation count: 1
  • RSZ-0062 raised after global routing: yes
  • Worst hold margin: 1.48 ns
  • Slack of the critical path: -0.0309 ns
  • Pin slew with the least headroom to its limit: 0.314 ns
  • Post-layout min period: 2.43 ns
  • Number of endpoints with negative hold slack in the final report: 0
  • Maximum clock frequency: 0.411 GHz
  • Tcrit/Tclk final: 101%
  • Final-report max-slew violation count: 0

Worst setup path
  • Kind of start point of the critical path: input port
  • Launching element of the worst setup path: addr[1]
  • Worst Path Arrival: 1.95 ns
  • Data required, critical path: 1.92 ns
  • Type of element capturing the critical path: output port
  • Critical Setup Path Class: in2out
  • Largest fanout of any net on the critical path: 5

Layout
  • Most frequently placed logic cell in the final layout: buf_4
  • Share of layout cells above drive strength 1: between 50% and 60%
  • Number of sequential storage elements: 0
  • Sequential Area: 0 um2
  • Area growth from synthesis to final layout: 110%
  • Number of fill cells in the layout: approximately 870
  • Final instance area: 0.00303 mm2
  • Commonest cells after routing, fill and taps aside: 93 x buf_4, 20 x nand2_1, 18 x a21oi_1
  • Final cell utilization of the core: 34.9%
  • Clkbuf count: 0
  • Multi-input gate area in the final layout: 0.00152 mm2

Routing
  • ANT nets after route: 0
  • Overall routed net length: roughly 8200 um
  • Wire length per cell after detailed routing: 17.7 um
  • Vias per inst: roughly 5.3
  • Via count: about 2,400
  • Number of antenna diodes: 0
  • Initial DRC Count: 266
  • First drt pass iteration count: 7
  • Detailed-route DRC error count: 0

Flow run
  • Number of warnings in the stage logs: 45
  • Count of maximum capacitance violations: 0

Placement
  • Placement-stage cell area: 0.00245 mm2
  • Count of buffers from port buffering: 38
  • Final estimated routing congestion in global placement: between 0.9 and 1
  • Hpwl dp: 5730 um

Min path
  • Class of the tightest hold or removal check: in2out
  • Worst hold start: addr[5]
  • Cells on Worst Hold Path: 5
Yosys cell counts (2+ instances only):
| cell | n | area, um2 |
|---|---|---|
| nor3_1 | 4 | 20.0 |
| o22ai_1 | 2 | 12.5 |
| o32ai_1 | 2 | 17.5 |
| clkbuf_1 | 2 | 7.51 |
| o211ai_1 | 13 | 97.6 |
| a21oi_1 | 22 | 110 |
| a32oi_1 | 2 | 17.5 |
| nand2_1 | 22 | 82.6 |
| a31oi_1 | 4 | 25.0 |
| nand2b_1 | 12 | 75.1 |
| a22oi_1 | 2 | 15.0 |
| buf_4 | 10 | 75.1 |
| and3_1 | 2 | 12.5 |
| o31ai_1 | 3 | 22.5 |
| buf_2 | 12 | 60.1 |
| nor2b_1 | 5 | 31.3 |
| o2111ai_1 | 2 | 17.5 |
| o21ai_1 | 3 | 15.0 |
| buf_6 | 3 | 33.8 |
| ha_1 | 15 | 188 |
| o221ai_1 | 5 | 43.8 |
| nand3_1 | 3 | 15.0 |
| o21ai_0 | 18 | 90.1 |
| and2b_1 | 2 | 15.0 |
| nor2_1 | 20 | 75.1 |
| inv_1 | 6 | 22.5 |
| or3_1 | 2 | 12.5 |
| and2_1 | 4 | 25.0 |
| a221oi_1 | 3 | 26.3 |
| mux2i_1 | 4 | 40.0 |
worst max-delay path: stages:
cell	delay, ns
buf_2	0.11
inv_2	0.07
buf_6	0.13
ha_2	0.19
buf_4	0.17
nand2_2	0.08
a311oi_1	0.09
or3_1	0.37
dlygate4sd2_1	0.26
stage by stage:
stage / worst slack [ns] / setup TNS (ns) / instances
after global placement: -0.796 / -19.34 / 433
after floorplan: 0.268 / 0 / 226
after detailed placement: -0.786 / -18.80 / 433
after global routing: -0.0998 / -0.199 / 461
after CTS: 0.00234 / 0 / 457
final: -0.0309 / -0.0309 / 461
what timing repair did:
action / in CTS / in global routing
setup buffers: 21 / 4
resized: 141 / 31
cloned: 3 / 0
setup endpoints to repair: 32 / 28
hold buffers: 0 / 0
pin swaps: 25 / 13
final cells by class:
| type | instances | share of cell area (%) |
|---|---|---|
| multi-input cells | 192 | 50.4 |
| repair buffers | 154 | 44.0 |
| inverters | 7 | 1.12 |
| well taps | 108 | 4.47 |
per-layer routing:
metal | global-route usage (%) | vias to the layer above | routed length [um]
met1 | 14.7 | 1150 | 3460
met4 | 3.26 | 0 | 323
met5 | 0 | - | 0
met3 | 2.07 | 39 | 661
met2 | 19.5 | 149 | 3730
li1 | - | 1098 | -
path summary, 6_finish.rpt:
check / end
hold / removal: q[31]
setup / recovery: q[15]
logic make-up after synthesis:
| family | count (synthesis) | share of synthesized area [%] |
|---|---|---|
| muxes | 4 | 2.78 |
| adders and majority gates | 15 | 13.0 |
| and+or+nand+nor | 79 | 26.7 |
| AOI/OAI and AO/OA | 94 | 43.4 |
| buffers and inverters | 34 | 14.1 |
report_power, final:
part           internal [mW]  switching, mW
clock                      0              0
sequential                 0              0
combinational          0.298          0.259
total                  0.298          0.259
Power figures rest on the tool's default switching activity, not on a simulated workload.
