--- ./run.sh ---
#!/bin/bash
# OpenROAD 26Q1-2900-gdf79404cd8, Yosys 0.63+post, stock flow scripts
make -C /OpenROAD-flow-scripts/flow DESIGN_CONFIG=/design/flow/config.mk WORK_HOME=/design/flow/orfs finish
--- ./config.mk ---
export PLATFORM = sky130hd
export DESIGN_NAME = datapath
export DESIGN_NICKNAME = datapath
export VERILOG_FILES = /design/flow/design.v
export SDC_FILE = /design/flow/constraint.sdc
export NUM_CORES = 4
export LEC_CHECK = 1
export CORE_UTILIZATION = 30
export SYNTH_HDL_FRONTEND = slang
--- ./constraint.sdc ---
current_design datapath

set clk_period 96.6
set clk_io_pct 0.2

create_clock -name clk0 -period $clk_period [get_ports {clk}]

set non_clock_inputs [all_inputs -no_clocks]
set_input_delay [expr $clk_period * $clk_io_pct] -clock clk0 $non_clock_inputs
set_output_delay [expr $clk_period * $clk_io_pct] -clock clk0 [all_outputs]
--- ./design.v ---
module adder #(parameter N = 64)
					(input logic [N-1:0] a, b,
					output logic [N-1:0] y);
	assign y = a + b;
endmodule
module alu(input logic [63:0] a, b,
		   input logic [3:0] ALUControl,
		   output logic [63:0] result, 
		   output logic zero);
	always_comb begin
		case(ALUControl)
			4'b0000: result = a & b;
			4'b0001: result = a | b;
			4'b0010: result = a + b;
			4'b0110: result = a + (~b + 64'b1);
			4'b0111: result = b;
			default: result = 64'hfffff;
		endcase
		zero = (result == 64'b0) ? 1'b1 : 1'b0; 
	end
endmodule
module execute
            #(parameter N = 64)
            (input logic AluSrc,
            input logic [3:0] AluControl,
            input logic [N-1:0] PC_E, signImm_E,
            input logic [N-1:0] readData1_E, readData2_E,
            output logic [N-1:0] PCBranch_E, aluResult_E, writeData_E,
            output logic zero_E);
    logic [N-1:0] q, sl2_result;
    mux2 #(N) MUX(readData2_E, signImm_E, AluSrc, q);
    alu ALU(readData1_E, q, AluControl, aluResult_E, zero_E);
    sl2 #(N) shift_left2(signImm_E, sl2_result);
    adder #(N) Add(PC_E, sl2_result, PCBranch_E);
    assign writeData_E = readData2_E;
endmodule
module fetch
        #(parameter N = 64)       
        (input logic PCSrc_F, clk, reset,
        input logic [N-1:0] PCBranch_F,
        output logic [N-1:0] imem_addr_F);
    logic [N-1:0] d, adder_output;
    mux2 #(N) MUX(adder_output, PCBranch_F, PCSrc_F, d);
	flopr #(N) PC(clk, reset, d, imem_addr_F);
	adder #(N) Add(imem_addr_F, N'('d4), adder_output);
endmodule
module flopr
	#(parameter N = 64)
	(input logic clk, reset,
	 input logic [N-1:0] d,
	 output logic [N-1:0] q);
	 always_ff @(posedge clk, posedge reset)
		if (reset) q <= '0;
		else q <= d;
endmodule
module mux2 #(parameter N = 64)
				(input logic [N-1:0] d0, d1,
				input logic s,
				output logic [N-1:0] y);
	assign y = s ? d1 : d0;
endmodule
module regfile(input logic clk, we3,
              input logic [4:0] ra1, ra2, wa3,
              input logic [63:0] wd3,
              output logic [63:0] rd1, rd2);
	logic [63:0] rf [0:31] = '{ 
        64'd0, 64'd1, 64'd2, 64'd3, 64'd4, 64'd5, 64'd6, 64'd7,
        64'd8, 64'd9, 64'd10, 64'd11, 64'd12, 64'd13, 64'd14, 64'd15,
        64'd16, 64'd17, 64'd18, 64'd19, 64'd20, 64'd21, 64'd22, 64'd23,
        64'd24, 64'd25, 64'd26, 64'd27, 64'd28, 64'd29, 64'd30, 64'd0 };
   assign rd1 = (ra1 == 5'b11111) ? 64'b0 : rf[ra1];
   assign rd2 = (ra2 == 5'b11111) ? 64'b0 : rf[ra2];
   always_ff @(posedge clk)
       if (we3 && wa3 != 5'b11111) rf[wa3] <= wd3;
endmodule
module signext(input logic [31:0] a,
				  output logic [63:0] y);
	always_comb
		casez(a[31:21])
			11'b111_1100_0010: y = { {55{a[20]}}, a[20:12] };
			11'b111_1100_0000: y = { {55{a[20]}}, a[20:12] };
			11'b101_1010_0???: y = { {45{a[23]}}, a[23:5] };
			default: y = '0;
		endcase
endmodule 
module sl2 #(parameter N = 64)
				(input logic [N-1:0] a,					
				output logic [N-1:0] y);
	assign y[0] = 1'b0;
	assign y[1] = 1'b0;
	assign y[N-1:2] = a[N-3:0];
endmodule
module datapath #(parameter N = 64)
					(input logic reset, clk,
					input logic reg2loc,									
					input logic AluSrc,
					input logic [3:0] AluControl,
					input logic	Branch,
					input logic memRead,
					input logic memWrite,
					input logic regWrite,	
					input logic memtoReg,									
					input logic [31:0] IM_readData,
					input logic [N-1:0] DM_readData,
					output logic [N-1:0] IM_addr, DM_addr, DM_writeData,
					output logic DM_writeEnable, DM_readEnable );					
	logic PCSrc;
	logic [N-1:0] PCBranch, writeData_E, writeData3; 
	logic [N-1:0] signImm, readData1, readData2;
	logic zero;
	fetch 	#(64) 	FETCH 	(.PCSrc_F(PCSrc),
										.clk(clk),
										.reset(reset),
										.PCBranch_F(PCBranch),
										.imem_addr_F(IM_addr));								
	decode 	#(64) 	DECODE 	(.regWrite_D(regWrite),
										.reg2loc_D(reg2loc), 
										.clk(clk),
										.writeData3_D(writeData3),
										.instr_D(IM_readData), 
										.signImm_D(signImm), 
										.readData1_D(readData1),
										.readData2_D(readData2));				
	execute 	#(64) 	EXECUTE 	(.AluSrc(AluSrc),
										.AluControl(AluControl),
										.PC_E(IM_addr), 
										.signImm_E(signImm), 
										.readData1_E(readData1), 
										.readData2_E(readData2), 
										.PCBranch_E(PCBranch), 
										.aluResult_E(DM_addr), 
										.writeData_E(DM_writeData), 
										.zero_E(zero));											
	memory				MEMORY	(.Branch_M(Branch), 
										.zero_M(zero), 
										.PCSrc_M(PCSrc));
	writeback #(64) 	WRITEBACK (.aluResult_W(DM_addr), 
										.DM_readData_W(DM_readData), 
										.memtoReg(memtoReg), 
										.writeData3_W(writeData3));		
	assign DM_writeEnable = memWrite;
	assign DM_readEnable = memRead;
endmodule
module decode #(parameter N = 64)
					(input logic regWrite_D, reg2loc_D, clk,
					input logic [N-1:0] writeData3_D,
					input logic [31:0] instr_D,
					output logic [N-1:0] signImm_D, readData1_D, readData2_D); 
	logic [4:0] ra2;			
	mux2 	#(5) 	ra2mux		(.d0(instr_D[20:16]), .d1(instr_D[4:0]), .s(reg2loc_D), .y(ra2));
	regfile 		registers 	(.clk(clk), .we3(regWrite_D), .ra1(instr_D[9:5]), .ra2(ra2), .wa3(instr_D[4:0]), 
									.wd3(writeData3_D), .rd1(readData1_D), .rd2(readData2_D));
	signext 		ext			(.a(instr_D), .y(signImm_D));	
endmodule
module memory 	(input logic Branch_M, zero_M,					
					output logic PCSrc_M);
	assign PCSrc_M = Branch_M & zero_M;
endmodule
module writeback #(parameter N = 64)
					(input logic [N-1:0] aluResult_W, DM_readData_W,
					input logic memtoReg,
					output logic [N-1:0] writeData3_W);					
	mux2 #(64) MtoRmux (.d0(aluResult_W), .d1(DM_readData_W), .s(memtoReg), .y(writeData3_W));
endmodule
==> flow_metrics.tcl <==
# implementation run metrics
set metrics [dict create \
    warnings 168 \
    tns_ps 0 \
    grt_pass1_vias 101743 \
    setup_viol 0 \
    dr.pass1.iters 30 \
    hold_viol_final 0 \
    clkPwrFrac_pct 35.3 \
    top_usage_layer "met2" \
    cts_tree "built" \
    ant_nets 0 \
    ys_ff 2110 \
    netlist_instances 10558 \
    fillers 39199 \
    crit_path_start_kind "input port" \
    clockBufferDepth 4 \
    clkSinkCount 2110 \
    met1_usage_pct 29.4 \
    drt_iter0_markers 8807 \
    intPower_mw 1.70 \
    place_hpwl_um 362000 \
    ff_type "edfxtp_1" \
    ys_seq_share_pct 51.5 \
    rsz0062_at_grt "no" \
    drive_above_1_share_pct 15.8 \
    avgViaCountPerCell 6.17 \
    grt_max_degree 88 \
    fp_util_pct 30.1 \
    die-area_mm2 0.411 \
    fin_crit_ps 48880 \
    crit_path_end_kind "output port" \
    synthToLayoutAreaGrowth_pct 14.5 \
    synthTopCellsByArea "edfxtp_1, mux4_2, a21oi_1, nand2_1, ha_1" \
    asyncSetResetFlopFracSynth_pct 2.94 \
    synth-edff-count 2048 \
    fin_crit_sh_pct 50.6 \
    wl_per_cell_um 34.1 \
    min_path_type "reg2reg" \
    violations "max-capacitance violations, max-slew violations" \
    yosysTopAreaCellShare_pct 50.2 \
    cp.arrival_ps 29560 \
    use_met2_pct 39.4 \
    worstSetupPathType "in2out" \
    postCtsSetupBuffers 0 \
    io-pin-count 303 \
    die_x_um 641 \
    coreArea_mm2 0.406 \
    yosysCellCount 10558 \
    post_cts_resized 0 \
    power_frac_seq_pct 42.2 \
    postCtsHoldBufs 0 \
    numCtsBuffers 224 \
    clk_pin_slew_ps 60 \
    rows 234 \
    totalWireLength_um 558000 \
    yosys.cell_count.top_type "edfxtp_1" \
    yosysUniqueCellTypes 109 \
    fmax_mhz 20.5 \
    portBuffers 296 \
    crit_slowest_cell "a2111oi_2" \
    powerDensity_mw_per_mm2 17.7 \
    cts-root-buf "clkbuf_16" \
    gp_congestion 1.04 \
    largest_area_cell "edfxtp_1" \
    critPathMaxStageDelay_ps 830 \
    met3_usage_pct 21.2 \
    drc 0 \
    relSlewSlack_pct -0.336 \
    ir_worst_vdd_mv 0.0141 \
    syn-cell-area_mm2 0.122 \
    ys_warn_count 0 \
    report.final.slew_viol_count 1 \
    synth_area_per_cell_um2 11.6 \
    power_switching_uw 775 \
    clk_latency_ps 1010 \
    maxCapViolCount 1 \
    common_cells "edfxtp_1, nand2_1, a21oi_1" \
    die_y_um 641 \
    h-tree-depth 4 \
    leakage_nw 47.1 \
    via_count 100943 \
    antenna_found_initial 57 \
    hold_ws_ps 512 \
    ys_chip_area_mm2 0.122 \
    grt_pass1_wl_um 775000 \
    switching_share_pct 31.3 \
    status "finished, violations left" \
    combinationalPowerShare_pct 22.6 \
    worst_slew_pin_slew_ps 1490 \
    overflow 0 \
    crit_top_cell "buf_4" \
    path_max_fanout 62 \
    crit_required_ps 77280 \
    fin_skew_ps 139 \
    grt_usage_pct 28.2 \
]
[critical path, delay by kind of cell]
kind	cells	cell delay, ps
adders and majority gates	1	680
muxes	1	700
AOI/OAI and AO/OA	10	3580
buffers and inverters	12	4470
and+or+nand+nor	2	550
[layout by cell type, fill, tap and decap left out, types with 58 or more instances in the layout]
cell / synthesis / final
edfxtp_1: 2048 / 2048
nand2_1: 1355 / 1352
a21oi_1: 1211 / 1209
mux4_2: 659 / 659
o21ai_0: 640 / 637
buf_4: 11 / 417
a211oi_1: 409 / 408
nor2_1: 407 / 370
inv_1: 292 / 291
clkdlybuf4s50_1: 0 / 282
ha_1: 267 / 267
nand3_1: 264 / 263
a31oi_1: 231 / 229
clkbuf_16: 0 / 224
mux2_2: 146 / 145
nor3_1: 111 / 110
o211ai_1: 106 / 106
a21o_1: 105 / 105
o22ai_1: 87 / 87
a21boi_0: 74 / 74
a221oi_1: 74 / 74
xnor2_1: 74 / 74
nand4_1: 69 / 69
conb_1: 1 / 66
diode_2: 0 / 63
dfrtp_1: 62 / 62
clkinv_1: 2 / 58
[final cells by class]
class | instances | area (µm²) | area share [%]
antenna | 63 | 158 | 0.112
clock buffer | 251 | 5710 | 4.07
clock inverter | 149 | 1500 | 1.07
inverter | 301 | 1160 | 0.826
multi-input combinational | 7331 | 55300 | 39.5
sequential | 2110 | 63100 | 45.0
tap | 5428 | 6790 | 4.85
timing repair buffer | 730 | 6470 | 4.61
[path summary, 6_finish.rpt]
check,startpoint,endpoint,slack [ps],cells after the start
max,reg2loc,DM_addr[50],47720,26
min,FETCH.PC.q[2],FETCH.PC.q[2],510,1
min reg2reg,FETCH.PC.q[2],FETCH.PC.q[2],510,1
max in group asynchronous,reset,FETCH.PC.q[16],77010,3
min in group asynchronous,reset,FETCH.PC.q[53],18610,2
max reg2reg,DECODE.registers.rf[24][1],FETCH.PC.q[63],81750,38
[per-layer routing]
| metal | vias to the layer above | share of wire (%) |
|---|---|---|
| li1 | 41700 | - |
| met1 | 48880 | 31 |
| met2 | 8208 | 42 |
| met3 | 2071 | 18 |
| met4 | 84 | 8.2 |
| met5 | - | 0.53 |
[sequential cells by signal, indices dropped and copies added (netlist names)]
name	count
FETCH.PC.q	62
DECODE.registers.rf	2048
[power by group through the flow]
stage / clock [mW] / combinational (mW) / sequential, mW
finish: 0.874 / 0.559 / 1.04
CTS: 0.879 / 0.540 / 1.04
global route: 0.910 / 0.584 / 1.05
[logic make-up (layout without fill, tap and decap cells)]
group	after synthesis	in the layout	share of synthesized area [%]
xor gates and xnor gates	100	100	0.727
AOI/OAI and AO/OA	3523	3523	18.1
buffers and inverters	1182	1431	3.94
and+or+nand+nor	2514	2514	8.99
muxes	858	858	13.9
adders and majority gates	270	270	2.78
DFF	2110	2110	51.5
other	1	129	0.00306
[per-stage QoR]
step | std cells | area [µm²] | power, mW | util [%] | worst slack [ps]
global route | 16313 | 140000 | 2.54 | 34.5 | 47390
detailed placement | 15899 | 133000 | 1.60 | 32.7 | 47880
global placement | 15898 | 133000 | 1.60 | 32.7 | 47900
CTS | 16299 | 140000 | 2.46 | 34.5 | 47860
finish | 16363 | 140000 | 2.48 | 34.5 | 47720
floorplan | 10623 | 123000 | 1.36 | - | 52070
Power is estimated from default activity; no workload was simulated.
