--- design/flow/config.mk ---
export PLATFORM = sky130hd
export DESIGN_NAME = exception
export DESIGN_NICKNAME = exception
export VERILOG_FILES = /design/flow/design.v
export SDC_FILE = /design/flow/constraint.sdc
export NUM_CORES = 4
export LEC_CHECK = 1
export CORE_AREA = 10 10 217 217
export DIE_AREA = 0 0 227 227
export SYNTH_HDL_FRONTEND = slang
--- design/flow/constraint.sdc ---
current_design exception

set clk_period 12.1
set clk_io_pct 0.2

create_clock -name clk0 -period $clk_period [get_ports {clk}]

set non_clock_inputs [all_inputs -no_clocks]
set_input_delay [expr $clk_period * $clk_io_pct] -clock clk0 $non_clock_inputs
set_output_delay [expr $clk_period * $clk_io_pct] -clock clk0 [all_outputs]
--- design/flow/run.sh ---
#!/bin/bash
# OpenROAD 26Q1-2900-gdf79404cd8, Yosys 0.63+post, stock flow scripts
make -C /OpenROAD-flow-scripts/flow DESIGN_CONFIG=/design/flow/config.mk WORK_HOME=/design/flow/orfs finish
--- design/flow/design.v ---
module mux2 #(parameter N = 64)
				(input logic [N-1:0] d0, d1,
				input logic s,
				output logic [N-1:0] y);
	assign y = s ? d1 : d0;
endmodule
module esync (input logic Exc, resetEsync, reset,
              output logic out);
    always @(Exc, resetEsync, reset) begin
        if (reset) out <= 1'b0;
        if (resetEsync) out <= 1'b0;			
        if (Exc) out <= 1'b1;
    end
endmodule
module comp_n
    #(parameter N = 64) 
    (input logic [N-1:0] n1, n2,
    output logic equal);
    assign equal = (n1 === n2);
endmodule
module exception 
    (input logic clk, reset, Exc, ERet,
    input logic [63:0] imem_addr_F, NextPC_F, PCBranch_E,
	input logic [3:0] EStatus,
    input logic [31:0] IM_readData,
	output logic EProc, ExcAck,
    output logic [63:0] readData3_E, PCBranch, EVAddr_F);
    logic [63:0] ExcVector = 64'hD8;
    assign EVAddr_F = ExcVector;
    logic [63:0] ELR_out, ERR_out;
    logic [3:0] ESR_out;
    logic COMP_N_out, esync_out;
    comp_n  #(64)   COMP_N  (ExcVector, imem_addr_F, COMP_N_out);
    esync           ESYNC   (Exc, COMP_N_out, reset, esync_out);
    assign EProc = esync_out & ~reset;
    flopr_e #(64)   ELR     (clk, reset, EProc, imem_addr_F, ELR_out);
    flopr_e #(4)    ESR     (clk, reset, EProc, EStatus, ESR_out);
    flopr_e #(64)   ERR     (clk, reset, EProc, NextPC_F, ERR_out);
    mux4    #(64)   MUX4    (ERR_out, ELR_out, {60'b0, ESR_out}, 64'b0, IM_readData[13:12], readData3_E);
    mux2    #(64)   MUX2    (PCBranch_E, ERR_out, ERet, PCBranch);
	assign ExcAck = COMP_N_out;
endmodule
module flopr_e
	#(parameter N = 64)
	(input logic clk, reset, enable,
	 input logic [N-1:0] d,
	 output logic [N-1:0] q);
    always_ff @(posedge clk, posedge reset)
        if (reset) q <= '0;
        else if (enable) q <= d;
endmodule
module mux4 #(parameter N = 64)
             (input logic [N-1:0] d0, d1, d2, d3,
             input logic [1:0] s,
             output logic [N-1:0] y);
    assign y = s[1] ? (s[0] ? d3 : d2)
                    : (s[0] ? d1 : d0);
endmodule
==> qor.yml <==
power:
  p_int_mw: 1.06
  p_leak_nw: 4.65
  powerDensity_mw_per_mm2: 122
  peakVddDrop_mv: 0.0775
  p_comb_share_pct: 23.0
  p_total_mw: 1.41
  p_sw_mw: 0.349
  pwr-share-clk_pct: 38.3
  swShare_pct: 24.8
  power_frac_seq_pct: 38.7
worst_setup_path:
  crit_path_end_kind: "output pin"
  r2r_start: "ERR.q[1]"
  reg2reg_slack_ns: 11.28
  worst_path_most_repeated_cell: "clkdlybuf4s50_1"
  path_cells: "clkdlybuf4s50_1, nor4_1, nand4_1, nor4_2, clkdlybuf4s50_1"
  critPathBufInv: 2
  crit_path_max_fanout: 2
  arrival_ns: 4.65
  r2r_cells: 1
  start_kind: "primary input"
  slowest_delay_ns: 0.55
  crit_family: "simple AND/OR/NAND/NOR gates"
  r2r_end: "ERR.q[1]"
  critical_path_class: "primary input to output pin"
  cp.required_ns: 9.68
  cp_slowest_cell: "clkdlybuf4s50_1"
synthesis:
  largest_area_cell: "dfrtp_1"
  synthArstFlopShare_pct: 99.2
  top_area_share_pct: 45.1
  yosysUniqueCellTypes: 20
  ys_chip_area_sq_mm: 0.00733
  netlist_instances: 588
  top_cell: "mux2_2"
  synth_area_sq_mm: 0.00733
  synth-edff-count: 0
  synth_area_per_cell_sq_um: 12.5
  common_cells: "196 x mux2_2, 132 x dfrtp_1, 66 x buf_4"
  ys.flops: 133
  yosys_cells: 588
  topCellsByArea: "dfrtp_1 45%, mux2_2 30%, mux2i_1 8.7%, buf_4 6.8%, nor2_1 3.1%"
  ff_type: "dfrtp_1"
  yosysWarningCount: 0
clock_tree:
  numCtsBuffers: 17
  root_buffer: "clkbuf_16"
  path_clk_slew_ns: 0.06
  postCtsSetupRepairBufs: 0
  tritoncts: "built"
  cts.htree.levels: 4
  ctsLongestPathBuffers: 2
  cts_hold_buf: 0
  ctsResizeCount: 0
  insertion_delay_ns: 0.42
timing:
  fin_ws_ns: 5.03
  hold_viol_final: 0
  unclocked_regs: 1
  finalClockPeriodUsage_pct: 58.4
  grt_setup_unrepaired: "false"
  untimed_endpoints: 1
  slew_headroom_pct: 46.5
  fin_crit_ns: 7.07
  fin_skew_ns: 0
  fin_setup_tns_ns: 0
  holdWs_ns: 0.505
  max_freq_ghz: 0.141
  setup_viol: 0
  report.final.slew_viol_count: 0
  worst_pin_slew_ns: 0.802
global_routing:
  first_global_vias: 5869
  grt_start_max_net_pins: 51
  grtUsageTotal_pct: 10.3
  grt_pass1_wl_um: 39300
  antenna_found_initial: 2
  grt_overflow_total: 0
min_path:
  hold_path_class: "flop to flop"
  min_to: "ELR.q[20]"
  whs_path_depth: 1
  hp-start: "ELR.q[20]"
outcome:
  status: "completed"
floorplan:
  dieWidth_um: 227
  io_pins: 426
  core-area_sq_mm: 0.0421
  chipArea_sq_mm: 0.0515
  die_h_um: 227
  fp_util_pct: 17.4
  placementRows: 75
drt:
  dr.pass1.iters: 4
  finalWirelength_um: 27300
  routed_via_density: 3.73
  drt_iter0_drc: 180
  drc: 0
  num_vias: 5446
  post_drt_wl_per_cell_um: 18.7
  ant_nets: 0
placement:
  post-place-ws_ns: 4.85
  place_congestion: 0.798
  post-dp-hpwl_um: 21000
  io_buffers: 331
cells_and_area:
  area_growth_pct: 57.1
  drive_above_1_share_pct: 26.7
run:
  max-cap-violations: 0
  warning_count: 55
==> worst max-delay path by stage <==
stage               start  endpoint  slack [ns]  depth (start not counted)
4_1_cts   imem_addr_F[20]    ExcAck        4.84                          6
5_1_grt   imem_addr_F[20]    ExcAck        4.80                          6
6_report  imem_addr_F[30]    ExcAck        5.03                          5
==> cells by family (layout without fill, tap and decap cells) <==
| kind of cell | Yosys count | after routing | synth area share, % |
|---|---|---|---|
| multiplexers | 260 | 260 | 38.8 |
| flip-flops | 132 | 132 | 45.1 |
| buffers and inverters | 101 | 372 | 9.69 |
| AND/OR/NAND/NOR | 88 | 88 | 5.82 |
| AND-OR/OR-AND | 4 | 4 | 0.273 |
| other | 2 | 65 | 0.102 |
| latches | 1 | 1 | 0.205 |
==> power by group through the flow <==
stage	Combinational (mW)	Sequential [mW]	Clock (mW)
finish	0.324	0.544	0.538
global route	0.355	0.553	0.583
CTS	0.333	0.546	0.567
==> state kept, by name (all words and copies together), names as in the netlist <==
name and cells:
ERR.q 64, ELR.q 64, ESYNC.out 1, ESR.q 4
==> area by class of cell <==
class	instances	area, sq um
repair buffers	340	3370
fillers	4321	30600
clock buffers	18	439
inverters	1	8.76
diodes	1	2.50
clock inverters	13	160
flip-flops and latches	133	3320
multi-input cells	416	3540
well taps	539	674
==> metal layers <==
layer	track usage [%]	up-vias	routed length [um]
met5	0	-	13
li1	-	2609	-
met1	13.0	2641	11300
met2	17.5	183	13700
met4	0.989	2	276
met3	3.26	11	1990
==> layout by cell type, fill, tap and decap left out <==
cell and n:
mux2_2 196, nor2_1 60, bufinv_16 3, clkbuf_8 1, dlxtp_1 1, buf_4 11
clkdlybuf4s50_1 328, nor4_2 2, inv_6 1, nand2_1 4, clkinv_2 3, clkinvlp_4 5
diode_2 1, o21ai_0 4, nor4b_2 2, nor2b_1 1, nor4_1 12, nor2b_4 1
mux2i_1 64, nand4_1 4, dfrtp_1 132, clkbuf_16 17, conb_1 64, or3_1 1
clkinv_4 2, and4bb_2 1, buf_2 1
==> stage by stage <==
stage | cell area [sq um] | instances | util (%)
after floorplan | 7560 | 650 | -
after global routing | 11500 | 1460 | 27.3
after detailed placement | 10900 | 1429 | 25.9
after global placement | 10900 | 1429 | 25.9
final | 11500 | 1461 | 27.3
after CTS | 11500 | 1460 | 27.3
Power figures rest on the tool's default switching activity, not on a simulated workload.
